## /design/flow/run.sh

```bash
#!/bin/bash
# OpenROAD 26Q1-2900-gdf79404cd8, Yosys 0.63+post, stock flow scripts
make -C /OpenROAD-flow-scripts/flow DESIGN_CONFIG=/design/flow/config.mk WORK_HOME=/design/flow/orfs finish
```

## /design/flow/config.mk

```make
export PLATFORM = sky130hd
export DESIGN_NAME = bothSeg7
export DESIGN_NICKNAME = bothSeg7
export VERILOG_FILES = /design/flow/design.v
export SDC_FILE = /design/flow/constraint.sdc
export NUM_CORES = 4
export LEC_CHECK = 1
export CORE_AREA = 10 10 70 70
export DIE_AREA = 0 0 80 80
```

## /design/flow/constraint.sdc

```tcl
current_design bothSeg7

set clk_period 1.0
set clk_io_pct 0.2

create_clock -name clk0 -period $clk_period

set non_clock_inputs [all_inputs -no_clocks]
set_input_delay [expr $clk_period * $clk_io_pct] -clock clk0 $non_clock_inputs
set_output_delay [expr $clk_period * $clk_io_pct] -clock clk0 [all_outputs]
```

## /design/flow/design.v

```verilog
module bothSeg7(HEX0, HEX1, LEDR, SW);
	input logic [9:0] SW;
	output logic [6:0] HEX0;
	output logic[6:0] HEX1;
	output logic [9:0] LEDR;
	assign LEDR = 0;
	seg7 firstCall(.bcd(SW[3:0]), .leds(HEX0));
	seg7 secondCall(.bcd(SW[7:4]), .leds(HEX1));
endmodule
module bothSeg7_testbench();
 logic [6:0] HEX0, HEX1, HEX2, HEX3, HEX4, HEX5;
 logic [6:0] LEDR;
 logic [3:0] KEY;
 logic [9:0] SW;
 bothSeg7 call(.HEX0(HEX0), .HEX1(HEX1), .LEDR(LEDR), .SW(SW));
 integer i;
 initial begin
	 SW[9] = 1'b0;
	 SW[8] = 1'b0;
	 for(i = 0; i < 256; i++) begin
		{SW[7:0]} = i; #10;
	 end
 end
endmodule 
module seg7 (bcd, leds);
	input logic [3:0] bcd;
	output logic [6:0] leds;
	always_comb begin
		case (bcd)
			4'b0000: leds = ~7'b0111111;  
			4'b0001: leds = ~7'b0000110;  
			4'b0010: leds = ~7'b1011011;  
			4'b0011: leds = ~7'b1001111;  
			4'b0100: leds = ~7'b1100110;  
			4'b0101: leds = ~7'b1101101;  
			4'b0110: leds = ~7'b1111101;  
			4'b0111: leds = ~7'b0000111;  
			4'b1000: leds = ~7'b1111111;  
			4'b1001: leds = ~7'b1101111;  
			default: leds = 7'bX;
		endcase
	end
endmodule 
```

==> impl_metrics.xml <==
<?xml version="1.0" encoding="UTF-8"?>
<metrics>
  <group name="pwr">
    <metric name="peakVddDrop" unit="mV">0.0766</metric>
    <metric name="p_total" unit="mW">0.330</metric>
    <metric name="p_per_area" unit="nW/um2">338</metric>
    <metric name="power_leakage" unit="nW">0.445</metric>
  </group>
  <group name="routing">
    <metric name="drt_drc_violations_left" unit="">0</metric>
    <metric name="met1_length" unit="um">585</metric>
    <metric name="remaining_number_of_nets_flagged_by_the_antenna_check_after_routing" unit="">0</metric>
    <metric name="postRouteWirelength" unit="um">1350</metric>
    <metric name="drtIter0Drc" unit="">9</metric>
    <metric name="met2_wirelength" unit="um">663</metric>
    <metric name="via_count" unit="">450</metric>
    <metric name="top_signal_layer_used" unit="">met3</metric>
    <metric name="wl_per_cell" unit="um">9.82</metric>
    <metric name="drt_pass1_iterations" unit="">4</metric>
    <metric name="dr_wl_met3" unit="um">96</metric>
    <metric name="drt-vias-per-instance" unit="">3.28</metric>
    <metric name="antennaDiodeCount" unit="">0</metric>
  </group>
  <group name="synthesis">
    <metric name="top_cell_type_by_total_area_after_synthesis" unit="">sky130_fd_sc_hd__ha_1</metric>
    <metric name="cell_count_after_synthesis" unit="">53</metric>
    <metric name="post_synth_main_area_contributors" unit="">sky130_fd_sc_hd__ha_1, sky130_fd_sc_hd__buf_4, sky130_fd_sc_hd__mux2i_1, sky130_fd_sc_hd__nor2b_1, sky130_fd_sc_hd__a21oi_1</metric>
    <metric name="synth_seq_share" unit="">0</metric>
    <metric name="synthesis.area" unit="um2">410</metric>
    <metric name="syn-mean-instance-area" unit="um2">7.74</metric>
    <metric name="synth_warnings" unit="">1</metric>
    <metric name="netlist.area_leader.share" unit="">0.305</metric>
    <metric name="yosys_synthesis_chip_area" unit="um2">410</metric>
    <metric name="synthDistinctLibCells" unit="">19</metric>
    <metric name="synth_stat.cells" unit="">53</metric>
  </group>
  <group name="worst_setup_path">
    <metric name="timing.critical_path.fanout_max" unit="">3</metric>
    <metric name="worst_ep_arrival_time" unit="ps">1000</metric>
    <metric name="worst_setup_path_end_kind" unit="">output pin</metric>
    <metric name="path_class" unit="">primary input to output pin</metric>
    <metric name="worst_ep_required_time" unit="ps">800</metric>
    <metric name="worstSetupStartpoint" unit="">SW[0]</metric>
    <metric name="worst_setup_path_start_kind" unit="">primary input</metric>
  </group>
  <group name="clock_tree">
    <metric name="cts.hold.buffers_added" unit="">0</metric>
  </group>
  <group name="die">
    <metric name="core_area" unit="um2">3420</metric>
    <metric name="core.rowCount" unit="">21</metric>
    <metric name="horizontal_extent_of_the_die" unit="um">80</metric>
    <metric name="top_level_ports" unit="">34</metric>
    <metric name="fp.dieArea" unit="um2">6400</metric>
    <metric name="dieHeight" unit="um">80</metric>
    <metric name="fp_util" unit="">0.120</metric>
  </group>
  <group name="global_routing">
    <metric name="initial_antenna_violation_count" unit="">0</metric>
    <metric name="grt_pass1_vias" unit="">493</metric>
    <metric name="globalRoute.totalOverflow" unit="">0</metric>
    <metric name="grt_pass1_wl" unit="um">2140</metric>
    <metric name="pin_count_of_the_biggest_net_entering_global_routing" unit="">8</metric>
    <metric name="grt_use_total" unit="">0.0379</metric>
  </group>
  <group name="final_layout">
    <metric name="area_delta_synth_final" unit="%">138</metric>
    <metric name="regArea" unit="um2">0</metric>
    <metric name="layout.sequential_cells" unit="">0</metric>
    <metric name="post_route_cells_drive_above_1_share" unit="">0.791</metric>
    <metric name="final_cell_count_without_fillers" unit="">137</metric>
    <metric name="nClkBuffers" unit="">0</metric>
  </group>
  <group name="run">
    <metric name="openroad.warnings" unit="">44</metric>
    <metric name="maxCapViolations" unit="">0</metric>
  </group>
  <group name="worst_hold_path">
    <metric name="worstHoldStart" unit="">SW[3]</metric>
    <metric name="min_to" unit="">HEX0[3]</metric>
    <metric name="class_of_the_tightest_hold_or_removal_check" unit="">primary input to output pin</metric>
    <metric name="worstHoldPathCells" unit="">3</metric>
  </group>
  <group name="sta">
    <metric name="maxSlewViolCount" unit="">0</metric>
    <metric name="timing.fmax" unit="MHz">836</metric>
    <metric name="finalWorstPathRequiredPeriod" unit="ps">1200</metric>
    <metric name="setup-violations-final" unit="">12</metric>
    <metric name="finalWorstSetupSlack" unit="ps">-196</metric>
    <metric name="holdWs" unit="ps">638</metric>
    <metric name="fin_crit_sh" unit="">1.20</metric>
    <metric name="unrepaired_setup_endpoints_after_global_routing" unit="">yes</metric>
    <metric name="final_hold_violating_endpoints" unit="">0</metric>
  </group>
  <group name="run_status">
    <metric name="status" unit="">finished with violations</metric>
    <metric name="violations" unit="">negative setup slack</metric>
  </group>
  <group name="placement">
    <metric name="post-place-cells" unit="">129</metric>
    <metric name="port-buffer-count" unit="">22</metric>
    <metric name="place_hpwl" unit="um">971</metric>
    <metric name="globalplace.congestion" unit="">0.766</metric>
  </group>
</metrics>
[cells in the mapped netlist]
| cell | instances |
|---|---|
| sky130_fd_sc_hd__buf_6 | 1 |
| sky130_fd_sc_hd__nor2b_4 | 1 |
| sky130_fd_sc_hd__mux2i_1 | 3 |
| sky130_fd_sc_hd__nor2_1 | 2 |
| sky130_fd_sc_hd__a211oi_1 | 1 |
| sky130_fd_sc_hd__nand2_1 | 2 |
| sky130_fd_sc_hd__and2_1 | 2 |
| sky130_fd_sc_hd__buf_4 | 10 |
| sky130_fd_sc_hd__inv_1 | 4 |
| sky130_fd_sc_hd__or2_1 | 2 |
| sky130_fd_sc_hd__nor2b_1 | 3 |
| sky130_fd_sc_hd__ha_1 | 10 |
| sky130_fd_sc_hd__conb_1 | 1 |
| sky130_fd_sc_hd__a21oi_1 | 3 |
| sky130_fd_sc_hd__nor3b_1 | 2 |
| sky130_fd_sc_hd__a21oi_2 | 1 |
| sky130_fd_sc_hd__nor2b_2 | 1 |
| sky130_fd_sc_hd__nor3_1 | 2 |
| sky130_fd_sc_hd__nand2b_1 | 2 |
[placed cells by master (no fill, tap or decap)]
cell type,n
sky130_fd_sc_hd__buf_4,8
sky130_fd_sc_hd__nand2b_4,2
sky130_fd_sc_hd__buf_8,4
sky130_fd_sc_hd__nand2_2,1
sky130_fd_sc_hd__buf_2,14
sky130_fd_sc_hd__or2_1,2
sky130_fd_sc_hd__nor3_2,1
sky130_fd_sc_hd__ha_4,8
sky130_fd_sc_hd__inv_8,3
sky130_fd_sc_hd__inv_6,1
sky130_fd_sc_hd__conb_1,10
sky130_fd_sc_hd__ha_2,2
sky130_fd_sc_hd__mux2i_1,3
sky130_fd_sc_hd__a211oi_2,1
sky130_fd_sc_hd__nor2b_1,1
sky130_fd_sc_hd__nor2_1,2
sky130_fd_sc_hd__buf_6,14
sky130_fd_sc_hd__nor3b_2,2
sky130_fd_sc_hd__and2_4,2
sky130_fd_sc_hd__a21oi_2,4
sky130_fd_sc_hd__nor3_4,1
sky130_fd_sc_hd__nor2b_2,1
sky130_fd_sc_hd__nor2b_4,3
sky130_fd_sc_hd__nand2_1,1
[cells by family after synthesis]
group / share of synthesized area
AND/OR/NAND/NOR: 0.290
AND-OR/OR-AND: 0.0762
multiplexers: 0.0732
buffers and inverters: 0.247
other: 0.00914
adder cells (fa/ha/maj): 0.305
[critical path, stage by stage]
cell and delay (ps):
sky130_fd_sc_hd__buf_8 80, sky130_fd_sc_hd__inv_6 30, sky130_fd_sc_hd__buf_6 100, sky130_fd_sc_hd__ha_4 140, sky130_fd_sc_hd__or2_1 230, sky130_fd_sc_hd__a21oi_2 110
sky130_fd_sc_hd__buf_2 100
[power breakdown]
part           internal, mW  leakage, nW  switching [mW]
Sequential                0            0               0
Clock                     0            0               0
Combinational         0.201        0.445           0.130
[worst max path at each step]
stage         endpoint  slack, ps  cells past startpoint
global route   HEX0[5]       -250                      7
CTS            HEX0[5]       -200                      7
finish         HEX0[5]       -200                      7
[area by class of cell]
cell class         instances  area, um2
well taps                 46       57.6
multi-input cells         47        528
fillers                  340       2440
inverters                  4       42.5
repair buffers            40        348
[per-stage QoR]
stage / utilization / setup slack [ps] / cell area (um2) / setup TNS [ps]
global route: 0.286 / -253 / 976 / -1620
CTS: 0.268 / -198 / 917 / -1130
global placement: 0.208 / -1020 / 711 / -12390
detailed placement: 0.208 / -1040 / 711 / -12520
finish: 0.286 / -196 / 976 / -1040
floorplan: - / 40.4 / 444 / 0
[what timing repair did]
| item | CTS | global route |
|---|---|---|
| resized | 135 | 16 |
| setup buffers | 7 | 2 |
| pin swaps | 16 | 6 |
| setup endpoints to repair | 14 | 14 |
[per-layer routing]
layer	vias up	global-route usage
met5	-	0
met4	0	0
met3	0	0.00682
met2	17	0.0674
met1	205	0.0488
li1	228	-
Power figures rest on the tool's default switching activity, not on a simulated workload.
