`design/flow/design.v`:
```
module fred (HEX0, HEX1, HEX2, HEX3, HEX4, HEX5, SW);
	input logic [2:0] SW;
	output logic [6:0] HEX0, HEX1, HEX2, HEX3, HEX4, HEX5;
	logic [6:0] A, B, C, D, E, H, I, L, O, P, R, S, N, nothing;
	assign A = 7'b0001000;
	assign B = 7'b0000011;
	assign C = 7'b1000110;
	assign D = 7'b0100001;
	assign E = 7'b0000110;
	assign H = 7'b0001001;
	assign I = 7'b1111001;
	assign L = 7'b1000111;
	assign O = 7'b0100011;
	assign P = 7'b0001100;
	assign R = 7'b0101111;
	assign S = 7'b0010010;
	assign N = 7'b0101011;
	assign nothing = 7'b1111111;
	always_comb begin
		case (SW)
			3'b000 : begin
										HEX5 = P;
										HEX4 = H;
										HEX3 = O;
										HEX2 = N;
										HEX1 = E;
										HEX0 = nothing;
						end
			3'b001 : begin
										HEX5 = D;
										HEX4 = R;
										HEX3 = E;
										HEX2 = S;
										HEX1 = S;
										HEX0 = nothing;
			end
			3'b011 : begin
										HEX5 = C;
										HEX4 = H;
										HEX3 = A;
										HEX2 = I;
										HEX1 = R;
										HEX0 = nothing;
						end
			3'b100 : begin
										HEX5 = B;
										HEX4 = E;
										HEX3 = D;
										HEX2 = nothing;
										HEX1 = nothing;
										HEX0 = nothing;
			end
			3'b101 : begin
										HEX5 = O;
										HEX4 = I;
										HEX3 = L;
										HEX2 = nothing;
										HEX1 = nothing;
										HEX0 = nothing;
			end
			3'b110 : begin
										HEX5 = B;
										HEX4 = E;
										HEX3 = A;
										HEX2 = R;
										HEX1 = nothing;
										HEX0 = nothing;
			end
			default : begin 
										HEX5 = 7'bx;
										HEX4 = 7'bx;
										HEX3 = 7'bx;
										HEX2 = 7'bx;
										HEX1 = 7'bx;
										HEX0 = 7'bx;
			end
		endcase
	end
endmodule 
module fred_testbench();
 logic [6:0] HEX0, HEX1, HEX2, HEX3, HEX4, HEX5;
 logic [9:0] SW;
 fred call(.HEX0(HEX0), .HEX1(HEX1), .HEX2(HEX2), .HEX3(HEX3), .HEX4(HEX4), .HEX5(HEX5), .SW(SW));
 integer i;
 initial begin
	 for(i = 0; i < 8; i++) begin
		{SW[2:0]} = i; #10;
	 end
 end
endmodule 
```
`design/flow/run.sh`:
```
#!/bin/bash
# OpenROAD 26Q1-2900-gdf79404cd8, Yosys 0.63+post, stock flow scripts
make -C /OpenROAD-flow-scripts/flow DESIGN_CONFIG=/design/flow/config.mk WORK_HOME=/design/flow/orfs finish
```
`design/flow/config.mk`:
```
export PLATFORM = sky130hd
export DESIGN_NAME = fred
export DESIGN_NICKNAME = fred
export VERILOG_FILES = /design/flow/design.v
export SDC_FILE = /design/flow/constraint.sdc
export NUM_CORES = 4
export LEC_CHECK = 1
export CORE_AREA = 10 10 70 70
export DIE_AREA = 0 0 80 80
```
`design/flow/constraint.sdc`:
```
current_design fred

set clk_period 1.3
set clk_io_pct 0.2

create_clock -name clk0 -period $clk_period

set non_clock_inputs [all_inputs -no_clocks]
set_input_delay [expr $clk_period * $clk_io_pct] -clock clk0 $non_clock_inputs
set_output_delay [expr $clk_period * $clk_io_pct] -clock clk0 [all_outputs]
```
==> CHANGELOG.md <==
### Changed

- Layout Area Growth over Synthesis: 122%
- Worst Path Required: 1.04 ns
- I/O pin count: 45
- Static leakage power: 0.448 nW
- Worst min path class: in -> out
- CP Cell Sequence: buf_12 -> buf_12 -> and2b_1 -> buf_4 -> o21a_1 -> buf_2
- Number of routed nets with antenna violations: 0
- Number of global-route vias before repair: 429
- Time the final worst path needs with I/O delays and setup: 1.33 ns
- Seq. cell area: 0 µm²
- Hold-fix buffers at CTS: 0
- Kind of cell adding the most delay to the critical path: buffers and inverters
- DP Cell Count: 128
- Start-to-end type of the worst setup path: in -> out
- Grt total ovfl: 0
- Area inside the core boundary: 3420 µm²
- Sequential element share of the synthesized area: 0%
- Count of standard-cell rows: 21
- Hold slack final: 0.801 ns
- Summed standard-cell area reported by yosys: 392 µm²
- Layout cells sized above 1: 38.3%
- Violation count after the first detailed-routing iteration: 2
- Final sequential cell count: 0
- Final worst setup slack: -0.0297 ns
- # Max-Cap Violations: 0
- Synth unique cells: 20
- Post-synthesis instance area: 392 µm²
- Hold Crit Depth: 3
- Number of antenna violations at the first check in global routing: 0
- Total power per unit cell area: 289 nW/µm²
- Arrival time of data at the critical path endpoint: 1.07 ns
- CP Capture Type: output pin
- Core utilization before placement: 11.5%
- Die Footprint: 6400 µm²
- Largest area contributor in the synthesized netlist: sky130_fd_sc_hd__buf_4
- Share of the synthesized area in the top cell type: 38.3%
- Largest cells by area: sky130_fd_sc_hd__buf_4 (38%), sky130_fd_sc_hd__xnor2_1 (8.9%), sky130_fd_sc_hd__and2_1 (6.4%)
- Number of clock buffer instances in the layout: 0
- Slowest stage cell on the critical path: sky130_fd_sc_hd__and2b_1
- Number of warnings printed during yosys synthesis: 1
- Most numerous cell in the Yosys netlist: sky130_fd_sc_hd__buf_4
- Cell types with the highest counts after synthesis: sky130_fd_sc_hd__buf_4 (20), sky130_fd_sc_hd__a21oi_1 (4), sky130_fd_sc_hd__and2_1 (4), sky130_fd_sc_hd__xnor2_1 (4), sky130_fd_sc_hd__nand2b_1 (3)
- Status: finished, violations left
- Total inserted antenna cells: 0
- Drt via density: 3.16
- Hold violation total from the final report: 0
- Instance tally after logic synthesis: 57
- Height of the die: 80 µm
- Filler-free cell count of the finished design: 140
- Overall track demand over capacity in global routing: 3.97%
- Drt wl/cell: 10.7 µm
- First-pass detailed-route iteration total: 4
- Count of instantiated cells in the yosys netlist: 57
- Slowest Stage Delay on Critical Path: 0.17 ns
- Cell type with the highest occurrence count on the critical path: sky130_fd_sc_hd__buf_12
- Unrepaired setup endpoints after global routing: yes
- Total via count in the routed design: 442
- Failing checks: setup timing
- Pin count of the biggest net entering global routing: 9
- First-pass GRT wire length: 2110 µm
- Maximum ir drop on the vdd rail: 0.113 mV
- Buffer and inverter count on the worst path: 4
- Die width: 80 µm
- Part of the cycle the worst path needs: 102%
- Number of remaining DRC errors: 0
- Number of failing setup endpoints in the final timing report: 1
- Path length in cells of the critical path: 6
- PortBufs: 35
- TNS Setup: -0.0297 ns
- Maximum clock frequency: 752 MHz
- Total power consumption of the routed design: 0.252 mW
- Warning total across the stage logs: 34
- Final Routed Wirelength: 1500 µm
- Placed wire-length estimate after detailed placement: 1170 µm
- Average instance area after synthesis: 6.87 µm²
- Gp weighted congestion: 0.718
- Final Max Tran Viols: 0
- Max FO, Critical Path: 7
- Nature of the critical path startpoint: primary input
metal layers:
metal	track usage [%]	share of wire, %	vias to the layer above
met2	6.42	41	31
met1	4.81	40	188
li1	-	-	223
met4	0	0	0
met5	0	0	-
met3	2.16	19	0
through the flow:
| step | setup slack (ns) | utilization, % | area [µm²] |
|---|---|---|---|
| floorplan | 0.211 | - | 422 |
| global placement | -0.823 | 20.5 | 702 |
| detailed placement | -0.852 | 20.5 | 702 |
| CTS | -0.0489 | 24.8 | 847 |
| global route | -0.0681 | 25.5 | 871 |
| finish | -0.0297 | 25.5 | 871 |
cell families (layout without fill, tap and decap cells):
group	Yosys count	count (layout)	share of synthesized area [%]
simple gates	17	17	25.9
mux	2	2	5.11
compound gates	7	7	9.59
buf+inv	24	53	46.3
other cells	2	10	1.92
xor+xnor	5	5	11.2
final timing paths:
kind  startpoint       to  slack [ns]
min        SW[1]  HEX3[2]        0.80
max        SW[2]  HEX3[3]       -0.03
final cells by class:
type | instances | area (µm²)
Tap cell | 46 | 57.6
Fill cell | 371 | 2540
Timing Repair Buffer | 52 | 504
Multi-Input combinational cell | 41 | 305
Inverter | 1 | 3.75
tightest hold or removal path: stages:
cell and delay, ns:
sky130_fd_sc_hd__buf_6 0.11, sky130_fd_sc_hd__nor2b_4 0.05, sky130_fd_sc_hd__dlymetal6s2s_1 0.12
power breakdown:
part / switching, mW / internal, mW / leakage [nW]
sequential: 0 / 0 / 0
combinational: 0.0834 / 0.168 / 0.448
clock: 0 / 0 / 0
cells in the final DEF, fill, tap and decap left out, types with 3 or more instances in the layout:
master and count:
sky130_fd_sc_hd__buf_12 3, sky130_fd_sc_hd__and2_1 3, sky130_fd_sc_hd__conb_1 10, sky130_fd_sc_hd__clkdlybuf4s15_1 4, sky130_fd_sc_hd__buf_6 5, sky130_fd_sc_hd__dlygate4sd2_1 22
sky130_fd_sc_hd__buf_4 10, sky130_fd_sc_hd__buf_2 3
what timing repair did:
action	in CTS	in global routing
setup endpoints to repair	32	9
gates cloned	1	0
pin swaps	4	2
gates resized	76	10
setup buffers	10	1
Power and IR drop assume default switching activity.
