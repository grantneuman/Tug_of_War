### flow/run.sh
#!/bin/bash
# OpenROAD 26Q1-2900-gdf79404cd8, Yosys 0.63+post, stock flow scripts
make -C /OpenROAD-flow-scripts/flow DESIGN_CONFIG=/design/flow/config.mk WORK_HOME=/design/flow/orfs finish
### flow/design.v
module victory (clk, Reset, L, R, lightLeft, lightRight, HEX0);
	input logic clk, Reset, L, R, lightLeft, lightRight;
	output logic [6:0] HEX0;
	logic [6:0] ns;
	logic [6:0] one, two, off;
	assign one = 7'b1111001;
	assign two = 7'b0100100;
	assign off = 7'b1111111; 
	always_comb begin
		case(HEX0)
			off: if (lightLeft & (L & ~R)) ns = two;
				  else if (lightRight  & (~L & R)) ns = one;
				  else ns = off;
			one: ns = one;
			two: ns = two;
			default: ns = off;
		endcase
	end
	always_ff @(posedge clk) begin
		if (Reset)
			HEX0 <= off;
		else 
			HEX0 <= ns;
	end
endmodule
### flow/config.mk
export PLATFORM = sky130hd
export DESIGN_NAME = victory
export DESIGN_NICKNAME = victory
export VERILOG_FILES = /design/flow/design.v
export SDC_FILE = /design/flow/constraint.sdc
export NUM_CORES = 4
export LEC_CHECK = 1
export CORE_AREA = 10 10 70 70
export DIE_AREA = 0 0 80 80
### flow/constraint.sdc
current_design victory

set clk_period 1.2
set clk_io_pct 0.2

create_clock -name clk0 -period $clk_period [get_ports {clk}]

set non_clock_inputs [all_inputs -no_clocks]
set_input_delay [expr $clk_period * $clk_io_pct] -clock clk0 $non_clock_inputs
set_output_delay [expr $clk_period * $clk_io_pct] -clock clk0 [all_outputs]
==> job_summary.md <==
## Implementation flow summary

| Metric | Value |
|---|---|
| Status | finished, final reports clean |
| DRT Pass-1 Iters | 3 |
| CP arrival | 1250 ps |
| Clk root buf | clkbuf_4 |
| Largest net degree at the start of global routing | 10 |
| Clk slew on worst S/H paths | 30 ps |
| F_max | 0.882 GHz |
| Clk_skew | 3.18 ps |
| DR WL/cell | 7.48 microns |
| Worst hold slack | 523 ps |
| Antenna diodes | 0 |
| CTS max path bufs | 2 |
| # hold bufs at CTS | 0 |
| Synth Warn # | 1 |
| Synth top area share | 29.4% |
| AO/OA Area Share | 12.3% |
| Startpoint class of the critical path | flop |
| Routability Congestion | 0.719 |
| Xor+xnor area frac | 8.59% |
| Final tally of setup violations | 0 |
| Worst vdd ir | 355 uV |
| Via count | 205 |
| Top cells excl fill/tap | dlygate4sd2_1 (9), buf_4 (4), clkbuf_4 (3) |
| Total tool warning count | 25 |
| Biggest register | HEX0 |
| Die Y | 80 microns |
| Kind of critical path | reg -> reg |
| First-pass GRT wire length | 966 microns |
| CTS tree | done |
| Mux share | 0% |
| Clk latency of the worst-skew pair | 240 ps |
| Layout Area Growth over Synthesis | 99.4% |
| Avg Inst Size Synth | 8.50 sq um |
| Final WL | 628 microns |
| H-tree levels | 1 |
| Min-delay worst type | in -> reg |
| Final period utilization | 94.5% |
| Grt ovf | 0 |
| Antenna Nets Post-Route | 0 |
| Lkg Pwr | 0.151 nW |
| GRT Overall Usage | 1.94% |
| Final hold violations | 0 |
| Syn Inst Count | 24 |
| CP Data Required Time | 1320 ps |
| Vias in the first global route | 210 |
| Clock sink count | 3 |
| Share of cells above drive strength 1 | 31.6% |
| Max-slew violations | 0 |
| Min cycle time layout | 1130 ps |
| Detailed Route Iter0 Violations | 31 |
| Power density over the cells | 1700 nW/um^2 |
| Synth flops | 3 |
| Synthesized chip area reported by yosys | 204 sq um |
| DRC | 0 |
| Horiz. Die Dim | 80 microns |
| Initial core utilization | 5.97% |
| Basic Gates by Area | 25.8% |
| Max reg flops | 3 |
| Yosys cell types | 18 |
| Top non-seq family | simple AND/OR/NAND/NOR gates |
| Crit Path Max Fanout | 5 |
| Drt via density | 2.44 |
| Adder Share, Synth | 0% |
| Crit. End Element | flop |
| I/O Buffers | 11 |
| Standard-cell rows | 21 |
| Cell type with the largest total area | dfxtp_1 |
| Yosys stat cell total | 24 |
| Mapped Area | 204 sq um |
| DP Cell Count | 79 |
| Seq/Total Area, Yosys | 29.4% |
| CTS Buf Count | 3 |
| Max-cap viol count | 0 |
| Cell area leaders | dfxtp_1 (29%), buf_4 (15%), buf_6 (5.5%), nand3_2 (4.9%), or4b_1 (4.9%) |
| Io pins | 13 |
| Placeable Area | 3420 sq um |
| Initial antenna violation count | 0 |
| Die area | 6400 sq um |
| Non-filler cells, final | 84 |
| RSZ-0062 raised after global routing | no |
| Most common logic cell in the routed design | dlygate4sd2_1 |
| Largest registers | HEX0 x3 |
==> final timing paths <==
path                      start                  to  slack [ps]  depth (start not counted)
max          HEX0[1]$_SDFF_PP1_  HEX0[1]$_SDFF_PP1_          70                          4
min                           R  HEX0[1]$_SDFF_PP1_         520                          3
max reg2reg  HEX0[1]$_SDFF_PP1_  HEX0[1]$_SDFF_PP1_          70                          4
min reg2reg  HEX0[4]$_SDFF_PP1_  HEX0[2]$_SDFF_PP1_         600                          2
==> report_power, final <==
| group | switching, W | internal [W] | leakage, nW |
|---|---|---|---|
| registers | 0.0000592 | 0.000145 | 0.0243 |
| logic | 0.0000981 | 0.000204 | 0.111 |
| clock network | 0.0000579 | 0.000125 | 0.0150 |
==> synth_stat cells (all sizes together) <==
| cell | count |
|---|---|
| buf | 5 |
| dfxtp | 3 |
| nor2 | 2 |
| a211o | 1 |
| a21oi | 1 |
| a31oi | 1 |
| conb | 1 |
| inv | 1 |
| nand2 | 1 |
| nand3 | 1 |
| nand3b | 1 |
| nor2b | 1 |
| nor3b | 1 |
| o21ai | 1 |
| or4b | 1 |
| xnor2 | 1 |
| xor2 | 1 |
==> through the flow <==
| stage | TNS (ps) | worst slack, ps | cell area (sq um) | util, % | power, W |
|---|---|---|---|---|---|
| 5_1_grt | 0 | 13.0 | 407 | 11.9 | 0.000758 |
| 2_1_floorplan | 0 | 81.7 | 204 | - | 0.000344 |
| 3_3_place_gp | -385 | -252 | 353 | 10.3 | 0.000461 |
| 4_1_cts | 0 | 70.2 | 407 | 11.9 | 0.000698 |
| 6_report | 0 | 66.0 | 407 | 11.9 | 0.000690 |
| 3_5_place_dp | -463 | -260 | 353 | 10.3 | 0.000467 |
==> routing by layer <==
layer | vias to the layer above | share of wire [%] | routed length (microns) | track usage (%)
li1 | 104 | - | - | -
met1 | 80 | 54 | 338 | 2.72
met2 | 16 | 28 | 175 | 2.33
met3 | 5 | 12 | 76 | 0.795
met4 | 0 | 6.2 | 39 | 1.23
met5 | - | 0 | 0 | 0
==> logic make-up (layout without fill, tap and decap cells) <==
family | after synthesis | count (layout)
simple gates | 8 | 8
buf+inv | 6 | 20
compound gates | 4 | 4
flops | 3 | 3
xor+xnor | 2 | 2
other cells | 1 | 1
==> worst max-delay path, cell delays in order (launching register included) <==
cell and delay, ps:
dfxtp_4 360, buf_4 140, nor3b_1 170, a21oi_1 70, a211o_1 270
==> area by class of cell <==
| type | instances | area, sq um |
|---|---|---|
| repair buffers | 15 | 129 |
| clock buffers | 4 | 26.3 |
| well taps | 46 | 57.6 |
| multi-input cells | 15 | 121 |
| flip-flops and latches | 3 | 68.8 |
| fillers | 405 | 3010 |
| inverters | 1 | 3.75 |
==> what timing repair did <==
| item | 4_1_cts | 5_1_grt |
|---|---|---|
| endpoints found under the setup margin | 7 | 0 |
| buffers inserted | 4 | 0 |
| gates resized | 17 | 0 |
Power and IR drop assume default switching activity.
